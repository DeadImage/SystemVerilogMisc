==> flow/design.v <==
package essentials;
	localparam LENGTH = 256;
endpackage
module axis_bit_reverser # (
    parameter AXIS_DATA_WIDTH = 512,
    parameter AXIS_KEEP_WIDTH = AXIS_DATA_WIDTH / 8
)
(
    input wire                         clk,
    input wire                         rst,
	input  wire [AXIS_DATA_WIDTH-1:0]  s_axis_tdata,
	input  wire [AXIS_KEEP_WIDTH-1:0]  s_axis_tkeep,
	input  wire                        s_axis_tvalid,
	output wire                        s_axis_tready,
	input  wire                        s_axis_tlast,
	output wire [AXIS_DATA_WIDTH-1:0]  m_axis_tdata,
	output wire [AXIS_KEEP_WIDTH-1:0]  m_axis_tkeep,
	output wire                        m_axis_tvalid,
	input  wire                        m_axis_tready,
	output wire                        m_axis_tlast
);
reg [AXIS_DATA_WIDTH-1:0] m_axis_tdata_reg;
reg [AXIS_KEEP_WIDTH-1:0] m_axis_tkeep_reg;
reg                       m_axis_tvalid_reg;
reg                       m_axis_tlast_reg;
wire [AXIS_DATA_WIDTH-1:0] m_axis_tdata_next;
wire [AXIS_KEEP_WIDTH-1:0] m_axis_tkeep_next;
assign m_axis_tdata =  m_axis_tdata_reg;
assign m_axis_tkeep =  m_axis_tkeep_reg;
assign m_axis_tvalid = m_axis_tvalid_reg;
assign m_axis_tlast =  m_axis_tlast_reg;
reg s_axis_tready_reg;
assign s_axis_tready = s_axis_tready_reg;
genvar n;
generate
    for (n = 0; n < AXIS_DATA_WIDTH; n = n + 1) begin
        assign m_axis_tdata_next[n] = s_axis_tdata[AXIS_DATA_WIDTH - n - 1];
    end
endgenerate
genvar m;
generate
    for (m = 0; m < AXIS_KEEP_WIDTH; m = m + 1) begin
        assign m_axis_tkeep_next[m] = s_axis_tkeep[AXIS_KEEP_WIDTH - m - 1];
    end
endgenerate
wire s_axis_beat_ready = s_axis_tready & s_axis_tvalid;
wire m_axis_beat_ready = m_axis_tready & m_axis_tvalid;
always @ (posedge clk or posedge rst) begin
    if (rst) begin
        s_axis_tready_reg <= 1'b0;
    end else begin
        s_axis_tready_reg <= s_axis_beat_ready ? m_axis_beat_ready : !m_axis_tvalid | m_axis_tready;
    end
end
always @ (posedge clk or posedge rst) begin
    if (rst) begin
        m_axis_tvalid_reg <= 1'b0;
    end else begin
        if (s_axis_beat_ready) begin
            m_axis_tdata_reg <= m_axis_tdata_next;
            m_axis_tkeep_reg <= m_axis_tkeep_next;
            m_axis_tlast_reg <= s_axis_tlast;
            m_axis_tvalid_reg <= 1'b1;
        end else begin
            m_axis_tdata_reg <= m_axis_tdata_reg;
            m_axis_tkeep_reg <= m_axis_tkeep_reg;
            m_axis_tlast_reg <= m_axis_tlast_reg;
            m_axis_tvalid_reg <= m_axis_beat_ready ? 1'b0 : m_axis_tvalid_reg;
        end
    end
end
endmodule
==> flow/run.sh <==
#!/bin/bash
# OpenROAD 26Q1-2900-gdf79404cd8, Yosys 0.63+post, stock flow scripts
make -C /OpenROAD-flow-scripts/flow DESIGN_CONFIG=/design/flow/config.mk WORK_HOME=/design/flow/orfs finish
==> flow/config.mk <==
export PLATFORM = sky130hd
export DESIGN_NAME = axis_bit_reverser
export DESIGN_NICKNAME = axis_bit_reverser
export VERILOG_FILES = /design/flow/design.v
export SDC_FILE = /design/flow/constraint.sdc
export NUM_CORES = 4
export LEC_CHECK = 1
export CORE_AREA = 10 10 445 445
export DIE_AREA = 0 0 455 455
export SYNTH_HDL_FRONTEND = slang
==> flow/constraint.sdc <==
current_design axis_bit_reverser

set clk_period 38.7
set clk_io_pct 0.2

create_clock -name clk0 -period $clk_period [get_ports {clk}]

set non_clock_inputs [all_inputs -no_clocks]
set_input_delay [expr $clk_period * $clk_io_pct] -clock clk0 $non_clock_inputs
set_output_delay [expr $clk_period * $clk_io_pct] -clock clk0 [all_outputs]
==> Slide: Implementation Results <==
Synthesis and Place & Route Summary

Synthesis
  – Cell taking the most area after synthesis: edfxtp_1
  – Cell Area, Synth: roughly 17000 um2
  – Chip area in the Yosys report: between 15000 and 20000 um2
  – Post-synthesis sequential area ratio: 0.998
  – Yosys reg bits: 579
  – Top cells by area: edfxtp_1 100%, dfrtp_1 0.29%, nand2_1 0.043%, o21a_1 0.043%, nand2b_1 0.036%
  – Top cell area share: 0.995
  – Synth Warn #: 0
  – Post-synth cell types: 7
  – Synth Instances: ~590
  – Ys cells: between 500 and 600
  – Syn Area/Cell: between 20 and 30 um2

Global routing
  – First-pass GRT wire length: 186 mm
  – Largest net degree at the start of global routing: 69
  – Vias in the first global route: 12.6k
  – Gr usage total: 0.152
  – Congestion Overflow GR: 0
  – Initial antenna violation count: ~290

CTS
  – Root Driver: clkbuf_16
  – # hold bufs at CTS: 0
  – Clk sink count: ~580
  – Post-CTS Setup Bufs: 0
  – Worst-skew pair later-pin latency: 680 ps
  – Max clock buf depth: 3
  – Post_cts resized: 0
  – CTS tree: done
  – Worst-path clk slew: 50 ps
  – Htree depth: 3
  – Total CTS buffers: between 70 and 80

Job
  – Log Warnings: 25
  – Number of max-cap violations: 0

Worst setup path
  – Worst r2r dst: m_axis_tdata[168]
  – RR Startpoint: s_axis_tready
  – Endpoint type of the worst setup path: flop
  – Worst Path Required: roughly 39000 ps
  – Startpoint Class: input port
  – R2R Setup Slk: roughly 34000 ps
  – CP max FO: approximately 60
  – Worst Reg2Reg Path Length in Cells: 7
  – Critical path class: in2reg
  – Worst Path Arrival: roughly 13000 ps

Final layout
  – Most frequent logic cell in the layout: clkdlybuf4s50_1
  – Most frequent cells in the layout: 1159 x clkdlybuf4s50_1, 577 x edfxtp_1, 73 x clkbuf_16, 12 x bufinv_16
  – Area Overhead vs Synth: 100%
  – Post-route insts no fill: between 4k and 5k
  – Core Util, Final: 0.185
  – Fillers: approximately 20k
  – Max reg flops: approximately 510
  – Fraction of layout cells with a size suffix above 1: 0.0628

Detailed routing
  – Vias per cell: 2.89
  – Detail Route Antenna Nets: 0
  – Starting DRT DRC Count: 770
  – Via count: 12.9k
  – DRT Pass-1 Iters: 4
  – Avg WL per Cell: approximately 36 um
  – DRC: 0
  – Final WL: about 160 mm

Final timing
  – Final setup TNS: 0 ps
  – Max frequency: 81.9 MHz
  – Final min period: 12210 ps
  – RSZ-0062 raised after global routing: no
  – Final setup skew: 35.9 ps
  – Setup-failing EPs final: 0
  – Final Hold Viols: 0
  – Slew headroom: 0.416
  – Tcrit/Tclk final: 0.315
  – Worst Tran Pin Value: a little under 900 ps
  – Slew Limit Fails: 0

Min path
  – Worst hold start: m_axis_tvalid
  – Hold path endpoint: s_axis_tready
  – Hold Crit Depth: 1
  – HP Class: reg2reg

Floorplanning
  – I/O pin total: 1160
  – Core Util at FP: 0.0926
  – Die Height: ~460 um
  – Die X: 455 um
  – Die area: slightly above 200000 um2
  – Core Area: 188000 um2
  – Row cnt: 159

Placed design
  – Global placer's final weighted congestion: approximately 1.1
  – Dpl cells: 4250
  – Final HPWL DP: approximately 140 mm
  – Port Buf Inserts: about 1.2k

Power and ir drop
  – VDD IR-drop max: between 20 and 30 uV
  – Power Density: roughly 46 nW/um2
  – Pleak: between 10 and 15 nW

Status
  – Status: finished clean
[cell type report]
class / instances / area (um2) / share of cell area
Antenna cell: 75 / 188 / 0.00538
Inverter: 1 / 3.75 / 0.000108
Clock buffer: 85 / 1880 / 0.0540
Tap cell: 2495 / 3120 / 0.0895
Multi-Input combinational cell: 5 / 32.5 / 0.000933
Clock inverter: 39 / 582 / 0.0167
Timing Repair Buffer: 1170 / 11700 / 0.335
Sequential cell: 579 / 17400 / 0.498
[stage by stage]
step / setup slack [ps] / power, mW / area, um2 / hold slack (ps)
CTS: 26430 / 1.64 / 34700 / 632
finish: 26490 / 1.61 / 34900 / 607
detailed placement: 25670 / 0.912 / 32200 / 619
floorplan: 5500 / 0.790 / 17400 / 454
global placement: 25750 / 0.912 / 32200 / 613
global route: 26200 / 1.66 / 34800 / 626
[worst max path at each step]
stage     slack [ps]  depth (start not counted)          start           endpoint
4_1_cts        26430                          8  s_axis_tvalid  m_axis_tdata[216]
5_1_grt        26200                          8  s_axis_tvalid  m_axis_tdata[244]
6_report       26490                          8  s_axis_tvalid  m_axis_tdata[168]
[critical path, cell delays in order]
cell             delay (ps)
clkdlybuf4s50_1         630
nand2_1                 240
nor2_4                  570
buf_4                   620
buf_4                   670
buf_4                   560
buf_4                   580
buf_4                   690
[kinds of logic after synthesis]
group | Yosys count | synth area share
flops | 579 | 0.998
buf+inv | 1 | 0.000215
simple gates | 4 | 0.00101
compound gates | 1 | 0.000431
[cell usage after synthesis]
master and n:
nand2b_1 1, dfrtp_1 2, inv_1 1, o21a_1 1
nand2_1 2, nor2_1 1, edfxtp_1 577
[layer usage]
| metal | track usage | up-vias | wire (um) |
|---|---|---|---|
| met3 | 0.152 | 475 | 32600 |
| met4 | 0.0463 | 252 | 6410 |
| li1 | - | 5011 | - |
| met5 | 0.0186 | - | 1590 |
| met1 | 0.137 | 5952 | 46600 |
| met2 | 0.231 | 1167 | 73000 |
[power breakdown]
part	switching (mW)	internal [mW]
clock network	0.283	0.430
logic	0.0561	0.0965
registers	0.0120	0.730
total	0.351	1.26
Power figures rest on the tool's default switching activity, not on a simulated workload.
