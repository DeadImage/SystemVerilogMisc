## /design/flow/design.v

```verilog
package essentials;
	localparam LENGTH = 256;
endpackage
module rx_timing_checker # (
    parameter AXIS_DATA_WIDTH = 512,
    parameter AXIS_KEEP_WIDTH = AXIS_DATA_WIDTH / 8
)
(
    input wire                         clk,
    input wire                         aresetn,
    (* X_INTERFACE_INFO = "xilinx.com:interface:axis:1.0 S_AXIS TDATA" *)
	input  wire [AXIS_DATA_WIDTH-1:0]  s_axis_tdata,
	(* X_INTERFACE_INFO = "xilinx.com:interface:axis:1.0 S_AXIS TKEEP" *)
	input  wire [AXIS_KEEP_WIDTH-1:0]  s_axis_tkeep,
	(* X_INTERFACE_INFO = "xilinx.com:interface:axis:1.0 S_AXIS TVALID" *)
	input  wire                        s_axis_tvalid,
	(* X_INTERFACE_INFO = "xilinx.com:interface:axis:1.0 S_AXIS TREADY" *)
	output wire                        s_axis_tready,
	(* X_INTERFACE_INFO = "xilinx.com:interface:axis:1.0 S_AXIS TLAST" *)
	input  wire                        s_axis_tlast,
	(* X_INTERFACE_INFO = "xilinx.com:interface:axis:1.0 M_AXIS TDATA" *)
	output wire [AXIS_DATA_WIDTH-1:0]  m_axis_tdata,
	(* X_INTERFACE_INFO = "xilinx.com:interface:axis:1.0 M_AXIS TKEEP" *)
	output wire [AXIS_KEEP_WIDTH-1:0]  m_axis_tkeep,
	(* X_INTERFACE_INFO = "xilinx.com:interface:axis:1.0 M_AXIS TVALID" *)
	output wire                        m_axis_tvalid,
	(* X_INTERFACE_INFO = "xilinx.com:interface:axis:1.0 M_AXIS TREADY" *)
	input  wire                        m_axis_tready,
	(* X_INTERFACE_INFO = "xilinx.com:interface:axis:1.0 M_AXIS TLAST" *)
	output wire                        m_axis_tlast,
	input  wire                        tx_started_req,
	output wire                        tx_started_ack
);
reg [AXIS_DATA_WIDTH-1:0] m_axis_tdata_reg;
reg [AXIS_KEEP_WIDTH-1:0] m_axis_tkeep_reg;
reg                       m_axis_tvalid_reg;
reg                       m_axis_tlast_reg;
reg                       s_axis_tready_reg;
wire [AXIS_DATA_WIDTH-1:0] m_axis_tdata_next;
assign m_axis_tdata =  m_axis_tdata_reg;
assign m_axis_tkeep =  m_axis_tkeep_reg;
assign m_axis_tvalid = m_axis_tvalid_reg;
assign m_axis_tlast =  m_axis_tlast_reg;
assign s_axis_tready = s_axis_tready_reg;
wire s_axis_beat_ready = s_axis_tready & s_axis_tvalid;
wire m_axis_beat_ready = m_axis_tready & m_axis_tvalid;
localparam ST_IDLE = 2'b00, ST_REQ = 2'b01, ST_ACK = 2'b10;
reg [1:0] state;
always @ (posedge clk or negedge aresetn) begin
    if (~aresetn) begin
        state <= ST_IDLE;
    end else begin
        case (state)
            ST_IDLE: begin
                state <= tx_started_req ? ST_REQ : ST_IDLE;
            end
            ST_REQ: begin
                state <= s_axis_beat_ready ? ST_ACK : ST_REQ;
            end
            ST_ACK: begin
                state <= !tx_started_req ? ST_IDLE : ST_ACK;
            end
        endcase
    end
end
reg [47:0] counter;
reg tx_started_ack_reg;
assign tx_started_ack = tx_started_ack_reg;
reg sent;
assign m_axis_tdata_next = {counter, s_axis_tdata[0 +: 464]};
always @ (posedge clk or negedge aresetn) begin
     if (~aresetn) begin
        m_axis_tvalid_reg <= 1'b0;
        s_axis_tready_reg <= 1'b0;
        sent <= 1'b0;
    end else begin
        if (s_axis_beat_ready) begin
            m_axis_tdata_reg <= m_axis_tdata_next;
            m_axis_tkeep_reg <= s_axis_tkeep;
            m_axis_tlast_reg <= s_axis_tlast;
        end
        case (state)
            ST_IDLE: begin
                m_axis_tvalid_reg <= 1'b0;
                s_axis_tready_reg <= 1'b0;
                sent <= 1'b0;
            end
            ST_REQ: begin
                m_axis_tvalid_reg <= s_axis_beat_ready ? 1'b1 : 1'b0;
                s_axis_tready_reg <= s_axis_beat_ready ? 1'b0 : 1'b1;
                sent <= 1'b0;
            end
            ST_ACK: begin
                m_axis_tvalid_reg <= m_axis_beat_ready | sent ? 1'b0 : 1'b1;
                s_axis_tready_reg <= 1'b0;
                sent <= m_axis_beat_ready | sent ? 1'b1 : 1'b0;
            end
        endcase
    end
end
always @ (posedge clk or negedge aresetn) begin
    if (~aresetn) begin
        counter <= 0;
        tx_started_ack_reg <= 1'b0;
        sent <= 1'b0;
    end else begin
        case (state)
            ST_IDLE: begin
                counter <= 0;
                tx_started_ack_reg <= 1'b0;
            end
            ST_REQ: begin
                counter <= counter + 1;
                tx_started_ack_reg <= 1'b0;
            end
            ST_ACK: begin
                counter <= counter;
                tx_started_ack_reg <= 1'b1;
            end
        endcase
    end
end
endmodule
```

## /design/flow/run.sh

```bash
#!/bin/bash
# OpenROAD 26Q1-2900-gdf79404cd8, Yosys 0.63+post, stock flow scripts
make -C /OpenROAD-flow-scripts/flow DESIGN_CONFIG=/design/flow/config.mk WORK_HOME=/design/flow/orfs finish
```

## /design/flow/config.mk

```make
export PLATFORM = sky130hd
export DESIGN_NAME = rx_timing_checker
export DESIGN_NICKNAME = rx_timing_checker
export VERILOG_FILES = /design/flow/design.v
export SDC_FILE = /design/flow/constraint.sdc
export NUM_CORES = 4
export LEC_CHECK = 1
export CORE_AREA = 10 10 446 446
export DIE_AREA = 0 0 456 456
export SYNTH_HDL_FRONTEND = slang
```

## /design/flow/constraint.sdc

```tcl
current_design rx_timing_checker

set clk_period 28.9
set clk_io_pct 0.2

create_clock -name clk0 -period $clk_period [get_ports {clk}]

set non_clock_inputs [all_inputs -no_clocks]
set_input_delay [expr $clk_period * $clk_io_pct] -clock clk0 $non_clock_inputs
set_output_delay [expr $clk_period * $clk_io_pct] -clock clk0 [all_outputs]
```

==> qor.txt <==
Yosys cell count: 870
P&R area growth vs syn: 83.9%
Slew Viols, Final: 0
Peak VDD IR: 0.0365 mV
Vias in the first global route: 14000
Largest delay share family, worst path: buffers and inverters
Clock transition at path regs: 0.06 ns
Core Footprint: 188000 µm²
Fin crit period: 9.17 ns
Critical path arrival: 9.49 ns
DR WL met3: 22.6 mm
Final setup viols: 0
Final ANT Viol Nets: 0
Initial antenna violation count: 225
Top-area cell share: 85.8%
Critical Path Max Stage Delay: 0.71 ns
Buf/Inv on CP: 5
Drt first pass iters: 5
Clock latency on the worst-skew pair: 0.71 ns
CTS Buf Count: 78
Compound-gate portion of the synthesized area: 1.61%
FA/HA/MAJ Cells, Area Fraction: 0.0620%
CTS HTree Levels: 3
RR Startpoint: s_axis_tready
Final Power: 2.46 mW
GRT Util Overall: 14.5%
CP Cell Sequence: buf_2, and3_4, buf_4, buf_4, buf_4, buf_4
Most common cell type on the critical path: buf_4
CTS sink count: 632
Max_slew headroom: 42.7%
Post-CTS setup buffer count: 0
Worst hold slack: 0.498 ns
YS warnings: 0
Slew at the pin closest to its max-slew limit: 0.860 ns
Post-synth regs: 632
Synth Instances: 870
Min-delay src: tx_started_ack
Biggest area cells: edfxtp_1, dfrtp_1, mux2i_1
Fillers: 19900
Largest register FFs: 512
Fin crit share: 31.7%
Crit Path Class: primary input to register
PwrDens: 66.3 nW/µm²
Core Util, Final: 19.7%
Setup crit start kind: primary input
Iteration-0 DRC Markers: 956
TNS Setup: 0 ns
Die Size: 208000 µm²
Wire per inst: 32.7 µm
Die y size: 456 µm
Vias: 14500
CTS tree: built
Fp util: 10.7%
Highest routed layer: met5
Root buffer cell: clkbuf_16
Top cell type by total area after synthesis: edfxtp_1
Outcome: finished clean
Die W: 456 µm
Xor/xnor share of the synthesized area: 0.260%
Final hold violation count: 0
LEAKAGE: 12.1 nW
Mux area share: 0.992%
Residual DRC: 0
# hold bufs at CTS: 0
Synthesized area per cell: 23.2 µm²
Synthesized area: 20200 µm²
Post-CTS sizing: 0
# IOs: 1162
Highest Clock Rate: 109 MHz
Routed vias/inst: 3.13
HPWL Detailed: 133 mm
Met2 Wirelength: 80.9 mm
Worst Setup End Kind: register
Worst path slowest cell: buf_4
First-pass GRT wire length: 184 mm
DP Area: 34500 µm²
Tool warning count: 73
Final Cell Area: 37100 µm²
Simple share: 3.97%
GR Overflow Total: 0
Layout cells sized above 1: 6.68%
CP max FO: 66
Top logic family: simple AND/OR/NAND/NOR gates
Post-synth seq share: 92.7%
Pin count of the biggest net entering global routing: 67
Maxcap violations: 0
Worst endpoint required time: 29.23 ns
# port buffers: 1113
Yosys chip area: 20200 µm²
GPL Wtd Cong: 1.02
WL met1: 42.2 mm
Num rows: 159
Clock Tree Buf Depth: 3
Setup Skew: 0.0341 ns
Critical Path Start: aresetn
Drt total wl: 152 mm
Synth cell types: 41
RSZ-0062 raised after global routing: false
Worst Hold Class: register to register
[final timing paths]
kind | depth (start not counted) | endpoint | slack, ns
setup / recovery | 6 | m_axis_tkeep[39] | 19.73
hold / removal | 1 | tx_started_ack | 0.50
setup reg to reg | 5 | m_axis_tkeep[39] | 24.94
hold reg to reg | 1 | tx_started_ack | 0.50
max in group asynchronous | 2 | s_axis_tready | 22.83
min in group asynchronous | 1 | counter[28] | 5.08
[cell families (layout without fill, tap and decap cells)]
logic type | after synthesis | in the layout
DFF | 632 | 632
and+or+nand+nor | 146 | 146
AOI/OAI and AO/OA | 46 | 46
muxes | 20 | 20
buffers and inverters | 19 | 1275
xor gates and xnor gates | 6 | 6
adders and majority gates | 1 | 1
other | 0 | 22
[per-stage QoR]
| step | instances | setup slack [ns] |
|---|---|---|
| 3_3_place_gp | 4479 | 18.86 |
| 3_5_place_dp | 4479 | 18.83 |
| 2_1_floorplan | 870 | 8.99 |
| 6_report | 4643 | 19.73 |
| 5_1_grt | 4633 | 19.41 |
| 4_1_cts | 4621 | 19.61 |
[layer usage]
| metal | global-route usage (%) | vias to the layer above |
|---|---|---|
| li1 | - | 5924 |
| met1 | 12.5 | 6952 |
| met2 | 26.4 | 989 |
| met3 | 10.6 | 471 |
| met4 | 2.88 | 192 |
| met5 | 0 | - |
[cell usage after synthesis (all sizes together)]
library cell / instances
a22o: 1
and2: 1
or4: 4
or2: 1
and4: 4
and3: 5
a21o: 2
nand2: 48
o31a: 1
o22ai: 4
buf: 5
o211ai: 13
xor2: 3
inv: 5
or3: 2
o21ai: 9
dfrtp: 54
xnor2: 3
nand4: 20
o211a: 1
o31ai: 13
clkbuf: 9
nand3b: 1
mux2i: 20
nor3: 9
ha: 1
a31o: 2
edfxtp: 577
or4b: 1
nor4: 9
nand3: 27
dfstp: 1
nor2: 14
[power by group]
group	internal, mW	leakage [nW]	switching (mW)	total (mW)
clock network	0.599	1.24	0.416	1.01
registers	1.10	6.09	0.0307	1.13
logic	0.177	4.77	0.138	0.315
[final cells by class]
type / instances / area, µm² / share of cell area [%]
diodes: 22 / 55.1 / 0.148
inverters: 5 / 18.8 / 0.0506
clock inverters: 39 / 499 / 1.34
well taps: 2495 / 3120 / 8.41
flip-flops and latches: 632 / 18700 / 50.4
clock buffers: 103 / 2080 / 5.60
repair buffers: 1128 / 11200 / 30.3
multi-input cells: 219 / 1400 / 3.76
[cell usage in the layout, fill, tap and decap left out, drive strengths merged, types with 18 or more instances in the layout]
cell type	instances
nand4	20
diode	22
edfxtp	577
clkbuf	103
clkinv	18
mux2i	20
nand3	27
dfrtp	54
clkdlybuf4s50	1112
nand2	48
Power figures rest on the tool's default switching activity, not on a simulated workload.
